## /design/flow/constraint.sdc

```tcl
current_design uart_rx

set clk_period 2.7
set clk_io_pct 0.2

create_clock -name clk0 -period $clk_period [get_ports {sysclk}]

set non_clock_inputs [all_inputs -no_clocks]
set_input_delay [expr $clk_period * $clk_io_pct] -clock clk0 $non_clock_inputs
set_output_delay [expr $clk_period * $clk_io_pct] -clock clk0 [all_outputs]
```

## /design/flow/design.v

```verilog
module uart_rx (	sysclk		,
					nrst		,
					rs232_rx	,
					rx_done		,
					rx_data		
					);
	input sysclk ;
	input nrst   ;
	input rs232_rx ;
	output reg rx_done ;
	output reg [7:0] rx_data ;
	reg rs232_rx_d   ;
	reg rs232_rx_dd  ;
	reg rs232_rx_ddd ;
	always@( posedge sysclk )
	begin
		if( ~nrst ) begin
			rs232_rx_d   <= 1'b1 ;
		    rs232_rx_dd  <= 1'b1 ;
		    rs232_rx_ddd <= 1'b1 ;
		end
		else begin
			rs232_rx_d   <= rs232_rx    ;
		    rs232_rx_dd  <= rs232_rx_d  ;
		    rs232_rx_ddd <= rs232_rx_dd ;
		end 
	end
	wire rx_in ;
	assign rx_in = rs232_rx_ddd ;
	reg rx_falling_edge ;
	always@( posedge sysclk )
	begin
		if( ~nrst ) begin
			rx_falling_edge <= 1'b0 ;
		end
		else if( ~rs232_rx_dd & rs232_rx_ddd )begin
			rx_falling_edge <= 1'b1 ;
		end 
		else begin
			rx_falling_edge <= 1'b0 ;
		end 
	end
	localparam  IDLE	= 2'b01 ,
				CNT_GEN = 2'b10 ;
	reg [ 1:0] current_state ;
	reg [15:0] sample_cnt    ;
	reg [ 3:0] bit_cnt       ;
	reg  	   flag_rx_busy  ;
	always@( posedge sysclk )
	begin
		if( ~nrst ) begin
			current_state <= IDLE ;
			flag_rx_busy  <= 1'b0 ;
			sample_cnt    <= 16'b0 ;
			bit_cnt       <= 4'b0  ;
			rx_done       <= 1'b0  ;
		end
		else begin
			case( current_state )
				IDLE:begin
					rx_done       <= 1'b0  ;
					if( rx_falling_edge ) begin
						current_state <= CNT_GEN ;
						sample_cnt    <= 16'b0   ;
						bit_cnt       <= 4'b0    ;
						flag_rx_busy  <= 1'b1    ;
					end
					else begin
						current_state <= IDLE  ;
						sample_cnt    <= 16'b0 ;
						bit_cnt       <= 4'b0  ;
						flag_rx_busy  <= 1'b0  ;
					end 
				end 
				CNT_GEN:begin
					if ( bit_cnt == 4'd8 && sample_cnt == 16'd5208 ) begin
						current_state 	<= IDLE 	;
						bit_cnt 		<= 4'd0 	;
						sample_cnt 		<= 16'd0 	;
						flag_rx_busy    <= 1'b1     ;
						rx_done         <= 1'b1	    ;
					end 
					if( sample_cnt == 16'd5208 ) begin
						sample_cnt 	<= 16'b0 ;
						bit_cnt 	<= bit_cnt + 1'b1 	;
					end 
					else begin
						sample_cnt <= sample_cnt + 1'b1 ;
					end 
				end 
			endcase
		end 
	end
	reg flag_samle ;
	always@( posedge sysclk )
	begin
		if( ~nrst ) begin
			flag_samle <= 1'b0 ;
		end
		else if ( sample_cnt == 2604 ) begin
			flag_samle <= 1'b1 ;
		end 
		else begin
			flag_samle <= 1'b0 ;
		end
	end
	reg [8:0] cash_rxdata ;
	always@( posedge sysclk )
	begin
		if( ~nrst ) begin
			cash_rxdata <= 9'b0 ;
		end
		else if ( flag_samle ) begin
			cash_rxdata <= { rx_in,cash_rxdata[8:1] };
		end
		else begin
			cash_rxdata <= cash_rxdata ;
		end
	end
	always@( posedge sysclk )
	begin
		if( ~nrst ) 
			rx_data <= 8'b0 ;
		else if ( rx_done ) 
			rx_data <= cash_rxdata[8:1] ;
		else 
			rx_data <= rx_data ;
	end
endmodule 
```

## /design/flow/run.sh

```bash
#!/bin/bash
# OpenROAD 26Q1-2900-gdf79404cd8, Yosys 0.63+post, stock flow scripts
make -C /OpenROAD-flow-scripts/flow DESIGN_CONFIG=/design/flow/config.mk WORK_HOME=/design/flow/orfs finish
```

## /design/flow/config.mk

```make
export PLATFORM = sky130hd
export DESIGN_NAME = uart_rx
export DESIGN_NICKNAME = uart_rx
export VERILOG_FILES = /design/flow/design.v
export SDC_FILE = /design/flow/constraint.sdc
export NUM_CORES = 4
export LEC_CHECK = 1
export CORE_AREA = 10 10 111 111
export DIE_AREA = 0 0 121 121
```

==> run_summary.xml <==
<?xml version="1.0" encoding="UTF-8"?>
<metrics>
  <group name="clock_network">
    <metric name="cts_tree" unit="">built</metric>
    <metric name="postCtsResizedCells" unit="">0</metric>
    <metric name="cts_buffers" unit="">5</metric>
    <metric name="clock_latency" unit="ns">0.30</metric>
    <metric name="clkSlewWorstSetupHoldPaths" unit="ns">0.08</metric>
    <metric name="cts-root-to-sink-buffers" unit="">2</metric>
    <metric name="hold_buffers" unit="">0</metric>
    <metric name="cts_htree_levels" unit="">2</metric>
    <metric name="postCtsSetupBuffers" unit="">0</metric>
    <metric name="cts_root_buf" unit="">clkbuf_8</metric>
    <metric name="numClockSinks" unit="">44</metric>
  </group>
  <group name="run">
    <metric name="warnings" unit="">27</metric>
    <metric name="timing.max_cap.violations" unit="">0</metric>
  </group>
  <group name="drt">
    <metric name="routed_wire_length" unit="mm">4.08</metric>
    <metric name="first_pass_iters" unit="">4</metric>
    <metric name="drc" unit="">0</metric>
    <metric name="wl_met3" unit="um">289</metric>
    <metric name="initialDrtViolationCount" unit="">88</metric>
    <metric name="met2RoutedLength" unit="mm">1.76</metric>
    <metric name="dr.max_layer_used" unit="">met4</metric>
    <metric name="vias_per_cell" unit="">4.48</metric>
    <metric name="antenna_cells_inserted" unit="">0</metric>
    <metric name="final_antenna_net_count" unit="">0</metric>
    <metric name="met1_length" unit="mm">1.99</metric>
    <metric name="drt-wirelength-per-cell" unit="um">11.3</metric>
    <metric name="num_vias" unit="">1611</metric>
  </group>
  <group name="synth">
    <metric name="ys_types" unit="">48</metric>
    <metric name="synth_stat.cells" unit="">220</metric>
    <metric name="synth_top_flop_cell" unit="">dfxtp_1</metric>
    <metric name="synth.largest_area_cell" unit="">dfxtp_1</metric>
    <metric name="flop_and_latch_count_out_of_synthesis" unit="">44</metric>
    <metric name="synth-warning-count" unit="">1</metric>
    <metric name="netlist_area" unit="sq um">2080</metric>
    <metric name="top_cell_area_share" unit="%">42.3</metric>
    <metric name="async_flop_share" unit="%">0</metric>
    <metric name="synth-area-yosys" unit="sq um">2080</metric>
    <metric name="synthCells" unit="">220</metric>
    <metric name="synth.avg_cell_area" unit="sq um">9.46</metric>
    <metric name="synth.area.top_cells" unit="">dfxtp_1 42%, mux2i_1 8.7%, nor2b_1 5.7%, nand3_1 4.1%, a31oi_1 3.3%</metric>
    <metric name="sequential_element_share_of_the_synthesized_area" unit="%">42.3</metric>
    <metric name="edff_count_synth" unit="">0</metric>
  </group>
  <group name="critical_path">
    <metric name="critical_path.endpoint_type" unit="">output port</metric>
    <metric name="critical_path.n_buffers_inverters" unit="">1</metric>
    <metric name="cp-start-kind" unit="">register</metric>
    <metric name="critical_path.top_delay_family" unit="">flip-flops</metric>
    <metric name="critical_path_arrival" unit="ns">1.51</metric>
    <metric name="r2r_start" unit="">sample_cnt[0]</metric>
    <metric name="worst-path-stages" unit="">1</metric>
    <metric name="crit_path_max_incr_delay" unit="ns">0.65</metric>
    <metric name="timing.critical_path.slowest_stage_cell" unit="">dfxtp_1</metric>
    <metric name="critical_path_maximum_fanout" unit="">10</metric>
    <metric name="crit_chain" unit="">clkdlybuf4s50_1</metric>
    <metric name="crit_required" unit="ns">2.16</metric>
    <metric name="critPathCapture" unit="">rx_done</metric>
    <metric name="worstRegToRegCells" unit="">6</metric>
    <metric name="worst-r2r-setup-slack" unit="ns">0.67</metric>
    <metric name="critical_path_class" unit="">reg -&gt; out</metric>
    <metric name="critical_path.startpoint" unit="">rx_done</metric>
    <metric name="reg2reg_to" unit="">sample_cnt[12]</metric>
  </group>
  <group name="timing">
    <metric name="relSlewSlack" unit="%">52.4</metric>
    <metric name="max_slew.worst_pin.slew" unit="ns">0.714</metric>
    <metric name="max_freq" unit="MHz">488</metric>
    <metric name="layout_worst_path_cycle_share" unit="%">75.9</metric>
    <metric name="post-route-worst-setup-slack" unit="ns">0.652</metric>
    <metric name="setup-tns-final" unit="ns">0</metric>
    <metric name="period_needed" unit="ns">2.05</metric>
    <metric name="clock_tree_skew_after_final_layout" unit="ns">0.00993</metric>
    <metric name="rsz0062_at_grt" unit="">false</metric>
    <metric name="slew_viol_final" unit="">0</metric>
    <metric name="report.final.setup_viol" unit="">0</metric>
    <metric name="finalHoldViolCount" unit="">0</metric>
  </group>
  <group name="pwr">
    <metric name="combPwrFrac" unit="%">3.0</metric>
    <metric name="power_per_cell_area" unit="nW/um^2">472</metric>
    <metric name="static-leakage-power" unit="uW">0.000713</metric>
    <metric name="cell_internal_pwr" unit="uW">873</metric>
    <metric name="total_switching_power" unit="uW">252</metric>
    <metric name="peakVddDrop" unit="mV">0.181</metric>
    <metric name="clock_power_share" unit="%">38.8</metric>
    <metric name="seq_power_share" unit="%">58.3</metric>
    <metric name="p_sw_share" unit="%">22.4</metric>
  </group>
  <group name="global_route">
    <metric name="grt_overflow_total" unit="">0</metric>
    <metric name="initial_antenna_violation_count" unit="">0</metric>
    <metric name="pin_count_of_the_biggest_net_entering_global_routing" unit="">46</metric>
    <metric name="grt_util_all_layers" unit="%">5.64</metric>
    <metric name="grt_first_pass_wirelength" unit="mm">7.17</metric>
    <metric name="via_count_of_the_first_global_routing_pass" unit="">1450</metric>
  </group>
  <group name="placement">
    <metric name="place.gp.congestion" unit="">0.891</metric>
    <metric name="pre_cts_slack" unit="ns">0.531</metric>
    <metric name="port_buffers" unit="">11</metric>
    <metric name="number_of_instances_in_the_placed_design" unit="">352</metric>
    <metric name="dpl.hpwl" unit="mm">2.74</metric>
  </group>
  <group name="final_layout">
    <metric name="layout.cells.most_common" unit="">dfxtp_1</metric>
    <metric name="area_growth_syn_to_layout" unit="%">14.6</metric>
    <metric name="finalNonFillerCells" unit="">360</metric>
    <metric name="drive_above_1_share" unit="%">6.61</metric>
    <metric name="layout.cells.most_common_list" unit="">44 x dfxtp_1, 19 x nor2b_1, 18 x mux2i_1</metric>
  </group>
  <group name="die">
    <metric name="floorplan.die.height" unit="um">121</metric>
    <metric name="design.core.area" unit="sq um">9860</metric>
    <metric name="die.size.x" unit="um">121</metric>
    <metric name="floorplan.core_util" unit="%">21.1</metric>
    <metric name="chipArea" unit="sq um">14600</metric>
    <metric name="placementRows" unit="">36</metric>
    <metric name="io_pins" unit="">12</metric>
  </group>
  <group name="status">
    <metric name="outcome" unit="">finished clean</metric>
  </group>
  <group name="min_path">
    <metric name="hp-class" unit="">reg -&gt; reg</metric>
  </group>
</metrics>
-- state kept, by name (all words and copies together), names as in the netlist --
register,cells
sample_cnt,16
cash_rxdata,8
rx_data,8
bit_cnt,4
current_state,2
flag_samle,1
rs232_rx_d,1
rs232_rx_dd,1
rs232_rx_ddd,1
rx_done,1
rx_falling_edge,1
-- cells in the mapped netlist (2+ instances only) --
master	instances
dfxtp_1	44
nor2b_1	19
mux2i_1	18
nand3_1	17
nand2_1	12
a31oi_1	11
inv_1	11
clkbuf_1	7
nand2b_1	6
nand4_1	5
nor2_1	5
a21boi_1	4
ha_1	4
a21oi_1	3
and2_1	3
and4_1	3
nor3_1	3
o21ai_1	3
o311ai_1	3
and3_1	2
buf_2	2
buf_6	2
nor4_1	2
o211ai_1	2
o21ai_0	2
o2bb2ai_1	2
o31ai_1	2
or3_1	2
xor2_1	2
-- through the flow --
stage / total power [uW] / hold slack (ns) / area [sq um] / utilization, %
global route: 1170 / 0.430 / 2380 / 24.2
floorplan: 695 / 0.386 / 2080 / -
detailed placement: 704 / 0.401 / 2290 / 23.2
global placement: 704 / 0.391 / 2290 / 23.2
finish: 1120 / 0.420 / 2380 / 24.2
CTS: 1140 / 0.423 / 2380 / 24.2
-- per-layer routing --
layer	up-vias	GRT usage, %
met5	-	0
met4	0	0.754
met3	6	2.03
met2	37	7.89
met1	758	8.33
li1	810	-
-- power by group through the flow --
stage / sequential (uW) / combinational, uW / clock [uW]
4_1_cts: 655 / 33.7 / 452
5_1_grt: 656 / 36.8 / 475
6_report: 655 / 33.5 / 436
-- worst min path at each step --
stage | slack (ns) | cells after the start | to | from
6_report | 0.42 | 1 | rs232_rx_dd | rs232_rx_d
5_1_grt | 0.43 | 1 | rs232_rx_dd | rs232_rx_d
4_1_cts | 0.42 | 1 | rs232_rx_dd | rs232_rx_d
-- cells by family after synthesis --
group | after synthesis | synth area share [%]
multiplexers | 18 | 8.66
AND/OR/NAND/NOR | 87 | 25.7
XOR/XNOR | 2 | 0.842
buffers and inverters | 24 | 5.71
AND-OR/OR-AND | 41 | 14.4
flip-flops | 44 | 42.3
adder cells (fa/ha/maj) | 4 | 2.41
-- area by class of cell --
cell class / count / area, sq um
clock buffers: 6 / 82.6
clock inverters: 2 / 15.0
fillers: 1056 / 7480
inverters: 11 / 41.3
multi-input cells: 152 / 1080
flip-flops and latches: 44 / 881
well taps: 133 / 166
repair buffers: 12 / 118
Power and IR drop assume default switching activity.
