[design/flow/run.sh]
#!/bin/bash
# OpenROAD 26Q1-2900-gdf79404cd8, Yosys 0.63+post, stock flow scripts
make -C /OpenROAD-flow-scripts/flow DESIGN_CONFIG=/design/flow/config.mk WORK_HOME=/design/flow/orfs finish
[design/flow/config.mk]
export PLATFORM = sky130hd
export DESIGN_NAME = uart_tx
export DESIGN_NICKNAME = uart_tx
export VERILOG_FILES = /design/flow/design.v
export SDC_FILE = /design/flow/constraint.sdc
export NUM_CORES = 4
export LEC_CHECK = 1
export CORE_AREA = 10 10 94 94
export DIE_AREA = 0 0 104 104
[design/flow/constraint.sdc]
current_design uart_tx

set clk_period 2.3
set clk_io_pct 0.2

create_clock -name clk0 -period $clk_period [get_ports {sysclk}]

set non_clock_inputs [all_inputs -no_clocks]
set_input_delay [expr $clk_period * $clk_io_pct] -clock clk0 $non_clock_inputs
set_output_delay [expr $clk_period * $clk_io_pct] -clock clk0 [all_outputs]
[design/flow/design.v]
module uart_tx (	sysclk		,
					nrst		,
					datain		,
					flag_tx		,
					rs232_tx	,
					tx_done		
					);
	input sysclk	;
	input nrst		;
	input [7:0] datain	;
	input flag_tx		;
	output reg rs232_tx	;
	output reg tx_done	;
	localparam	IDLE    =  2'b01 ,
				CNT_GEN =  2'b10 ;
	reg [ 1:0] current_state ;
	reg [ 3:0] bit_cnt       ;
	reg [15:0] sample_cnt   ;
	reg 	   flag_tx_busy ;
	always@( posedge sysclk )
	begin
		if( ~nrst ) begin
			current_state <= IDLE ;
			bit_cnt       <= 4'b0 ;
			sample_cnt    <= 16'b0;
			flag_tx_busy  <= 1'b0 ;
			tx_done		  <= 1'b0 ;
		end 
		else begin
			case( current_state )
				IDLE:begin
					tx_done <= 1'b0 ;
					if( flag_tx )begin
						current_state <= CNT_GEN ;
						bit_cnt       <= 4'b0    ;
						sample_cnt    <= 16'b0   ;
						flag_tx_busy  <= 1'b0    ;
					end
					else begin
						current_state <= IDLE    ;
						bit_cnt       <= 4'b0    ;
						sample_cnt    <= 16'b0   ;
						flag_tx_busy  <= 1'b0    ;
					end 
				end
				CNT_GEN:begin
					if ( bit_cnt == 4'd9 && sample_cnt == 16'd5208 ) begin
						current_state 	<= IDLE 	;
						bit_cnt 		<= 4'd0 	;
						sample_cnt 		<= 16'd0 	;
						flag_tx_busy    <= 1'b0     ;
						tx_done         <= 1'b1     ;
					end 
					if( sample_cnt == 16'd5208 ) begin
						sample_cnt 	<= 16'b0 ;
						bit_cnt 	<= bit_cnt + 1'b1 	;
					end 
					else begin
						sample_cnt <= sample_cnt + 1'b1 ;
					end 
				end 
			endcase 
		end 
	end 
	reg flag_rs232_tx ;
	always@( posedge sysclk )
	begin
		if( ~nrst )
			flag_rs232_tx <= 1'b0 ;
		else if( sample_cnt == 16'd1 )
			flag_rs232_tx <= 1'b1 ;
		else 
			flag_rs232_tx <= 1'b0 ;
	end 
	always@ ( posedge sysclk )
	begin
		if( ~nrst ) begin
			rs232_tx <= 1'b1 ;
		end 
		else if( flag_rs232_tx ) begin
			case( bit_cnt )
				4'd0: rs232_tx <= 1'b0 ;
				4'd1: rs232_tx <= datain[0];
				4'd2: rs232_tx <= datain[1];
				4'd3: rs232_tx <= datain[2];
				4'd4: rs232_tx <= datain[3];
				4'd5: rs232_tx <= datain[4];
				4'd6: rs232_tx <= datain[5];
				4'd7: rs232_tx <= datain[6];
				4'd8: rs232_tx <= datain[7];
				4'd9: rs232_tx <= 1'b1 ;
				default:rs232_tx <= 1'b1 ;
			endcase
		end 
	end
endmodule
==> impl_metrics.json <==
{
  "grt_max_degree": 16,
  "viasPerCell": 4.68,
  "synth.top_cell.area_share_pct": 34.2,
  "insertion_delay_ns": 0.27,
  "ys.flops": 25,
  "skew_ns": 0.00705,
  "wl_met2_um": 1520,
  "globalplace.congestion": 0.852,
  "tool_warnings": 30,
  "timing.final.setup_violations": 0,
  "timing.final.crit_period_ns": 2.04,
  "synth_area_mm2": 0.00146,
  "die-height_um": 104,
  "cts.sinks": 25,
  "ctsResizeCount": 0,
  "met1_length_um": 1590,
  "top_layer_used": "met4",
  "rsz0062_at_grt": "false",
  "max_freq_mhz": 491,
  "ff_latch_area_um2": 500,
  "top_area_cell": "dfxtp_1",
  "min_from": "flag_rs232_tx",
  "ant_nets": 0,
  "ys_seq_share_pct": 34.2,
  "slew_headroom_pct": 66.1,
  "r2r-start": "sample_cnt[0]",
  "port-buffer-count": 12,
  "io-pin-count": 13,
  "syn_inst": 175,
  "vias": 1316,
  "cts_root_buf": "clkbuf_8",
  "htree_levels": 1,
  "arrival_ns": 2.23,
  "p_leak_uw": 0.000615,
  "cp-end-kind": "register",
  "drt_iter0_markers": 54,
  "status": "complete, no violations",
  "hold_path_class": "reg2reg",
  "core_area_mm2": 0.00683,
  "cp_max_fo": 11,
  "n_fill_cell": 741,
  "routedWlPerCell_um": 11.9,
  "cts_buffers": 3,
  "area_leaders": "dfxtp_1, ha_1, a21oi_1, nor3_1, o21ai_0",
  "cts_hold_buffers": 0,
  "routed-wl-met3_um": 136,
  "tightest_slew_ns": 0.507,
  "syn2layout_area_growth_pct": 17.2,
  "route.detailed.drc": 0,
  "fin_crit_sh_pct": 88.6,
  "cp_data_required_time_ns": 2.50,
  "fp_util_pct": 21.4,
  "die_area_mm2": 0.0108,
  "yosys_cells": 175,
  "layout_top_cell": "dfxtp_1",
  "antennaDiodeCount": 0,
  "cap_violations": 0,
  "antenna_found_initial": 0,
  "overflow": 0,
  "timing_hold_violations_final": 0,
  "fin_util_pct": 25.1,
  "power.density_mw_per_mm2": 464,
  "startpoint_type": "register",
  "layout-drive-gt1-share_pct": 7.57,
  "num_rows": 30,
  "grt.total_usage_pct": 6.17,
  "die_w_um": 104,
  "cts_buffer_depth": 2,
  "avgSynthCellArea_um2": 8.35,
  "grt_pass1_vias": 1268,
  "comb_area_um2": 870,
  "ys_chip_area_mm2": 0.00146,
  "most-common-layout-cells": "dfxtp_1, a21oi_1, clkdlybuf4s50_1",
  "maxSlewViolCount": 0,
  "grt_pass1_wl_um": 6020,
  "ys_warn_count": 1,
  "ir_drop_mv": 0.142,
  "synth_cell_types": 42,
  "setup_tns_ns": 0,
  "tritoncts": "built",
  "crit_type": "reg2reg",
  "post-cts-setup-buffers": 0,
  "clkTransAtPathRegs_ns": 0.09,
  "critPathLaunch": "sample_cnt[0]",
  "wl_um": 3340,
  "drt_first_pass_iters": 4,
  "place_hpwl_um": 2520
}
## Yosys cell counts
cell and count:
or3_1 3, o211ai_1 1, and4_4 1, nand3_1 6, a222oi_1 1, nor4bb_4 1
nand4b_1 1, a211oi_1 2, buf_6 2, a21o_1 7, nand2_1 10, clkbuf_1 4
and2_1 1, and3_1 5, o21ai_0 11, o21ai_1 3, nor3b_1 4, a21boi_1 2
nor2b_1 2, buf_4 1, a41oi_1 2, dfxtp_1 25, and4_1 1, nor4_2 3
nand4_2 1, or4_1 2, o21a_1 3, a22oi_1 2, nor2_1 10, nand4_1 5
nand3b_1 1, mux2i_1 1, ha_1 7, o311a_1 2, inv_1 11, nand3_2 1
buf_2 1, a31oi_1 3, or2_1 1, nor3_1 11, a21bo_2 1, a21oi_1 13
## cells by family after synthesis
kind of cell	synth area share, %
adders and majority gates	5.99
and+or+nand+nor	29.6
DFF	34.2
muxes	0.685
AOI/OAI and AO/OA	23.2
buffers and inverters	6.25
## where the power goes
part | leakage (uW) | internal [uW] | total (uW) | switching (uW)
registers | 0.000203 | 440 | 455 | 14.7
logic | 0.000387 | 40.5 | 82.0 | 41.5
clock network | 0.0000255 | 121 | 258 | 137
total | 0.000615 | 602 | 795 | 193
## metal layers
metal | up-vias | track usage (%)
met2 | 28 | 9.64
met3 | 7 | 0.439
met5 | - | 0
met1 | 611 | 8.84
li1 | 670 | -
met4 | 0 | 1.99
## state kept, by name, indices dropped and copies added, names as in the netlist
register       flops
bit_cnt            4
current_state      2
flag_rs232_tx      1
rs232_tx           1
sample_cnt        16
tx_done            1
## worst max-delay path, cell delays in order, from the launching register on
cell and delay, ns:
dfxtp_1 0.41, inv_1 0.10, ha_1 0.20, and4_1 0.20, nand4_1 0.18, nand3_1 0.34
or3_1 0.46, o21ai_0 0.07
## metrics by stage
step | area [um^2] | setup WS, ns | total power (uW) | instances | hold slack, ns
6_report | 1710 | 0.261 | 795 | 281 | 0.467
5_1_grt | 1710 | 0.0201 | 834 | 281 | 0.511
4_1_cts | 1710 | 0.275 | 808 | 281 | 0.473
3_5_place_dp | 1670 | 0.258 | 546 | 277 | 0.461
2_1_floorplan | 1460 | 0.591 | 513 | 175 | 0.438
3_3_place_gp | 1670 | 0.284 | 546 | 277 | 0.458
## path summary, 6_finish.rpt
| path | end | cells after the start | slack (ns) |
|---|---|---|---|
| hold / removal | rs232_tx | 1 | 0.47 |
| setup reg to reg | sample_cnt[6] | 7 | 0.26 |
| hold reg to reg | rs232_tx | 1 | 0.47 |
| setup / recovery | sample_cnt[6] | 7 | 0.26 |
## final cells by class
cell class,instances,area share (%)
clock buffers,3,2.41
clock inverters,1,0.292
inverters,11,2.41
multi-input cells,131,50.8
flip-flops and latches,25,29.2
well taps,96,7.01
repair buffers,14,7.89
Power is estimated from default activity; no workload was simulated.
