<file path="flow/design.v">
module sdram_auto_ref ( sclk  ,
                        snrst ,
						initial_done ,
						aref_en ,
						aref_req ,
						ref_done ,
						aref_cmd	  ,
						sdram_addr    
						);
	input sclk  ;
	input snrst ;	
	input initial_done ;
	input aref_en  ;					
	output aref_req ;					
	output ref_done ;					
	output reg [ 3:0] aref_cmd	  ;					
	output [12:0] sdram_addr   ;					
	localparam  DELAY15US	=	'd600 ;
	localparam  CMD_AFRE    =   4'b0001 ;
	localparam  CMD_NOP     =   4'b0111 ;
	localparam  CMD_PRECHAR =   4'b0010 ;
	reg [ 3:0] cmd_cnt ;
	reg [ 9:0] ref_cnt ;
	always@( posedge sclk or negedge snrst )
	begin
		if( ~snrst ) 
			ref_cnt <= 10'b0 ;
		else if( ref_cnt >= DELAY15US )
			ref_cnt <= 10'b0 ;
		else if( initial_done )
			ref_cnt <= ref_cnt + 1'b1 ;
	end
	assign aref_req = ( ref_cnt >= DELAY15US )?1'b1:1'b0 ;
	reg flag_aref ;
	always@( posedge sclk or negedge snrst )
	begin
		if( ~snrst )
			flag_aref <= 1'b0 ;
 		else if( ref_done )
			flag_aref <= 1'b0 ; 
		else if( aref_en )
			flag_aref <= 1'b1 ;
	end
	always@( posedge sclk or negedge snrst )
	begin
		if( ~snrst )
			cmd_cnt <= 4'b0 ;
		else if( flag_aref )
			cmd_cnt <= cmd_cnt + 1'b1 ;
		else 
			cmd_cnt <= 4'b0 ;
	end
	always@( posedge sclk or negedge snrst )
	begin
		if( ~snrst )
			aref_cmd <= CMD_NOP ;
		else begin
			case( cmd_cnt )
				1: aref_cmd <= CMD_AFRE ;
				2: aref_cmd <= CMD_PRECHAR    ;
				default:aref_cmd <= CMD_NOP ;
			endcase 
		end 
	end 
	assign sdram_addr = 13'b0_0100_0000_0000 ;
	assign ref_done   = ( cmd_cnt >= 4'd3 )?1'b1:1'b0 ;
endmodule
module sdram_ctrl_top (	sclk	,
						snrst   ,
						Dq		, 
						Addr	, 
						Ba		, 
						Clk	, 
						Cke	, 
						Cs_n	, 
						Ras_n	, 
						Cas_n	, 
						We_n	, 
						Dqm
						);
	input		  sclk  ;
	input		  snrst ;
	output [15:0] Dq	; 
	output [12:0] Addr	; 
	output [ 1:0] Ba	; 
	output Clk		; 
	output Cke		; 
	output Cs_n		; 
	output Ras_n	; 
	output Cas_n	; 
	output We_n		; 
	output [1:0] Dqm ;
	assign Clk  = ~sclk ;
	wire [3:0] cmd_init ;	
	wire [12:0] addr_init ;
	wire init_done_w ;
	sdram_initialization sdram_initialization_init(	.sclk		(sclk ),
													.snrst		(snrst),
													.cke		(Cke  ),
													.cmd		(cmd_init  ),
													.mod_config	(addr_init ),
													.init_done  (init_done_w)
													);
	wire refresh_req ;
	reg  en_refresh  ;
	wire refresh_done ;	
	wire [3:0] cmd_aref ;
	wire [12:0] addr_aref ;	
	sdram_auto_ref sdram_auto_ref_int ( .sclk  (sclk ),
                        .snrst (snrst),
						.initial_done (init_done_w),
						.aref_en (en_refresh),
						.aref_req ( refresh_req ),
						.ref_done ( refresh_done),
						.aref_cmd	  ( cmd_aref  ),
						.sdram_addr   ( addr_aref ) 
						);
	localparam	IDLE	=	5'b0_0001	,
				ARBIT	=	5'b0_0010	,
				AFRE	=	5'b0_0100	;
	reg	[4:0]	current_state	;
	always@( posedge sclk or negedge snrst )
	begin
		if( ~snrst )begin
			current_state <= IDLE ;
		end
		else begin
			case( current_state )
				IDLE :begin
					if( init_done_w ) begin
						current_state <= ARBIT ;
					end
					else begin
						current_state <= IDLE ;
					end 
				end 
				ARBIT :begin
					if( en_refresh ) begin
						current_state <= AFRE ;
					end
					else begin
						current_state <= ARBIT ;
					end 
				end 
				AFRE :begin
					if( refresh_done )
						current_state <= ARBIT ;
					else 
						current_state <= AFRE  ;
				end 
			endcase
		end 
	end 
	always@( posedge sclk or negedge snrst )
	begin
		if( ~snrst ) 
			en_refresh <= 1'b0 ;
		else if( current_state == ARBIT && refresh_req )
			en_refresh <= 1'b1 ;
		else 
			en_refresh <= 1'b0 ;
	end 
	assign { Cs_n, Ras_n, Cas_n, We_n }= ( current_state == IDLE )?cmd_init:cmd_aref ;	
	assign Addr = (  current_state == IDLE  )? addr_init:addr_aref ;
endmodule 
module sdram_initialization (	sclk		,
								snrst		,
								cke			,
								cmd			,
								mod_config	,
								init_done
								);
	input sclk		;
	input snrst		;
	output	reg			cke			;
	output	reg [ 3:0]	cmd	       	;							
	output	reg [12:0]	mod_config 	;							
	output	     		init_done	;						
	localparam	CMD_NOP			=	4'b0111,							
	            CMD_ACTIVE		=	4'b0011,  					
	            CMD_READ		=	4'b0101,						
	            CMD_WRITE		=	4'b0100,						
	            CMD_BT			=	4'b0110,				 
	            CMD_PRCH		=	4'b0010,				 
	            CMD_AR_or_SR	=	4'b0001,				 
	            CMD_LMR			=	4'b0000;				 
	localparam	MODE_REG	=	13'b0_0000_0010_0010 ;   
	localparam	PRECHAR_ALL =   13'b0_0100_0000_0000 ;   
	localparam	CNT200US	=	'd7999	; 
	localparam	IDLE					=   6'b000001,
				NOP_AFTER_DELAY			=	6'b000010,
				PRECHAR					=   6'b000100,
				AUTO_REF				=   6'b001000,
				LMR						=	6'b010000,
				ST_init_done_reg			=	6'b100000;
	reg	[ 5:0]	current_state	;
	reg	[15:0]	cnt_cmd	;
	reg init_done_reg ;
	assign init_done = init_done_reg ;
	always@( posedge sclk or negedge snrst )
	begin
		if( ~snrst ) begin
			current_state		<= IDLE    ;
			cmd			<= CMD_NOP ;
			mod_config	<=	13'b0  ;
			init_done_reg   <=  1'b0   ;
			cnt_cmd     <=  16'b0  ;
		end
		else begin
			case( current_state )
				IDLE:begin
					cmd			<=	CMD_NOP	;
					mod_config	<=	13'b0 	;
					init_done_reg   <=  1'b0    ;
					if( cnt_cmd == CNT200US ) begin
						current_state	<=	NOP_AFTER_DELAY;
						cnt_cmd	<=	16'b0 ;
					end
					else begin
						current_state	<=	IDLE	;
						cnt_cmd			<=	cnt_cmd + 1'b1	;
					end 
				end
				NOP_AFTER_DELAY:begin
					cmd			<=	CMD_NOP	;
					mod_config  <=  13'b0   ;
					if( cnt_cmd == 13'd1 ) begin
						current_state	<= PRECHAR ;
						cnt_cmd			<=  cnt_cmd + 1'b1 ;
					end
					else if( cnt_cmd == 13'd2 )begin
						current_state	<=	AUTO_REF ;
						cnt_cmd			<=  cnt_cmd + 1'b1 ;
					end
					else if( cnt_cmd == 13'd5 )begin
						current_state	<=	AUTO_REF ;
						cnt_cmd			<=  cnt_cmd + 1'b1 ;
					end
					else if( cnt_cmd == 13'd9 )begin
						current_state	<=	LMR 	;
						cnt_cmd			<=  cnt_cmd + 1'b1 ;
					end 
					else if( init_done_reg ) begin
						current_state	<=	NOP_AFTER_DELAY	;
						cnt_cmd			<=	16'd0			;
					end
					else begin
						current_state	<=	NOP_AFTER_DELAY	;
						cnt_cmd			<=	cnt_cmd + 1'b1 ;
					end 
				end 
				PRECHAR:begin
					current_state	<=	NOP_AFTER_DELAY	;
					cmd				<=	CMD_PRCH		;
					mod_config		<=	PRECHAR_ALL		;	
				end
				AUTO_REF:begin
					current_state	<=	NOP_AFTER_DELAY	;
					cmd				<=	CMD_AR_or_SR	;
					mod_config		<=	13'b0			;
				end 
				LMR:begin
					current_state	<=	ST_init_done_reg	;
					cmd				<=	CMD_LMR 	;
					mod_config		<=	MODE_REG	;
				end 
				ST_init_done_reg:begin
					current_state	<=	NOP_AFTER_DELAY	;
					init_done_reg		<=	1'b1		;
					cmd				<=	CMD_NOP 	;
					mod_config		<=	13'b0		;
				end 
				default:begin
					current_state		<= IDLE    ;
					cmd					<= CMD_NOP ;
					mod_config			<=	13'b0  ;
					init_done_reg   		<=  1'b0   ;
				end 
			endcase 
		end 
	end 
	always@( posedge sclk or negedge snrst )
	begin
		if( ~snrst )
			cke	<= 1'b0 ;
		else if( current_state == IDLE && cnt_cmd == 16'd6000 )
			cke <= 1'b1 ;
		else 
			cke <= cke  ;
	end
endmodule 
</file>
<file path="flow/run.sh">
#!/bin/bash
# OpenROAD 26Q1-2900-gdf79404cd8, Yosys 0.63+post, stock flow scripts
make -C /OpenROAD-flow-scripts/flow DESIGN_CONFIG=/design/flow/config.mk WORK_HOME=/design/flow/orfs finish
</file>
<file path="flow/config.mk">
export PLATFORM = sky130hd
export DESIGN_NAME = sdram_ctrl_top
export DESIGN_NICKNAME = sdram_ctrl_top
export VERILOG_FILES = /design/flow/design.v
export SDC_FILE = /design/flow/constraint.sdc
export NUM_CORES = 4
export LEC_CHECK = 1
export CORE_UTILIZATION = 50
</file>
<file path="flow/constraint.sdc">
current_design sdram_ctrl_top

set clk_period 4.0
set clk_io_pct 0.2

create_clock -name clk0 -period $clk_period [get_ports {sclk}]

set non_clock_inputs [all_inputs -no_clocks]
set_input_delay [expr $clk_period * $clk_io_pct] -clock clk0 $non_clock_inputs
set_output_delay [expr $clk_period * $clk_io_pct] -clock clk0 [all_outputs]
</file>
==> results_slide.txt <==
Synthesis and Place & Route Summary

Global route
  – Vias in the first global route: 1651
  – Antenna violations before repair: 0
  – Global-route wire length before repair: between 7 and 8 mm
  – Overall fraction of global-route tracks in use: 17.1%
  – Maximum number of pins on one net before global-route repair: around 49
  – Total grt overflow: 0

Power
  – Fraction of power consumed by combinational cells: 1.2%
  – Switching share of total power: between 20% and 30%
  – Design internal power: between 0.0007 and 0.0008 W
  – Share of total power in the clock network: 41.7%
  – Part of the total power dissipated in sequential elements: around 57%
  – Maximum VDD drop: roughly 0.00020 V
  – Pwr/cell area: 311 mW/mm^2
  – Leakage power: between 1 and 1.5 nW
  – Final Power: between 0.0009 and 0.001 W
  – Switching pwr: approximately 0.00018 W

Clock network
  – # hold bufs at CTS: 0
  – Clk buf depth: 2
  – Number of CTS-inserted buffers: 5
  – TritonCTS clock tree: built
  – Post_cts resized: 0
  – CTS clk-pin slew, worst paths: roughly 0.09 ns
  – Clock latency on the worst-skew pair: 0.30 ns
  – Post-CTS setup buffer count: 0
  – CTS root buffer: clkbuf_8
  – Number of levels in the clock H-tree: 2

Die
  – Vertical die dimension: a little under 80 um
  – Die width: 77.0 um
  – Core region area: 0.00527 mm^2
  – Number of primary I/O pins: 41
  – Die Outline Area: 0.00592 mm^2
  – Total number of placement rows: 26
  – Initial Utilization: a little over half

Placement
  – Final Wtd Congestion: slightly above 0.8
  – Post-detailed-placement cell area: 0.00280 mm^2
  – Port Buffer Count: 9
  – HPWL after DPL: 3.20 mm
  – Pre-CTS setup slack: 0.737 ns

Route
  – DRC violation count after routing: 0
  – Routed wire length: 4.52 mm
  – Wire length per cell after detailed routing: roughly 13 um
  – Mean number of vias per cell: 5.06
  – Violation count after the first detailed-route iteration: 109
  – Antenna Violating Nets Remaining: 0
  – Via count: 1803
  – Diode count: 0
  – First drt pass iteration count: 4

Synth
  – Count of library flops with an enable pin: 0
  – Ys Warns: 23
  – Synth Flop Type: dfrtp_1
  – Fraction of the yosys area taken by sequential cells: 45.8%
  – Unique masters post-synth: 53
  – Flops out of synthesis: 51
  – Mapped Area: 0.00281 mm^2
  – Ys async rst share: 100%
  – Ys cells: 280
  – Average footprint of a synthesized cell: 10.0 um^2
  – Yosys stat area: 0.00281 mm^2
  – Synth Instances: 280

Finish
  – Total non-filler cell area in the finished layout: 0.00291 mm^2
  – Layout cell share with drive strength beyond 1: 11.9%
  – Biggest registers after layout: sdram_initialization_init.cnt_cmd (16), sdram_auto_ref_int.ref_cnt (10), sdram_initialization_init.current_state (6)
  – Max FFs per register: 16
  – Top register by number of flip-flops: sdram_initialization_init.cnt_cmd
  – Layout overhead on the synthesized area: 3.47%

Setup path
  – Reg-to-reg slack, setup: approximately 1.9 ns
  – Critical path class: clock port to output pin
  – Worst setup SP type: clock port
  – Worst Path Arrival: around 2.8 ns
  – Critical path data required time: 3.20 ns
  – Startpoint of the worst register-to-register path: sdram_initialization_init.cnt_cmd[1]
  – Path depth of the worst reg2reg path: 7
  – Worst r2r dst: sdram_initialization_init.cnt_cmd[15]
  – Critical Path Sink Type: output pin
  – Highest net fanout along the worst path: 12

STA
  – Slew at the pin with the worst max-slew slack: 0.690 ns
  – Setup TNS after final layout: 0 ns
  – Max transition margin: 53.9%
  – Setup violation total in the final timing report: 0
  – Worst Skew: 0.00863 ns
  – RSZ-0062 raised after global routing: false
  – Final Hold Violating Endpoints: 0
  – Worst Slack Setup Final: 0.400 ns
  – Max Slew Vio Count: 0

Min path
  – Worst Hold Class: input pin to async pin

Flow run
  – Tool warnings: 34
  – Max capacitance violation total: 0

Outcome
  – Outcome: finished clean
worst max-delay path: stages:
cell and delay [ns]:
clkbuf_8 0.13, clkbuf_8 0.17, inv_1 0.05, clkdlybuf4s50_1 0.45
synth_stat cells, types with 5 or more instances:
cell type / instances / area share, %
a21oi_1: 5 / 0.89
and2_1: 5 / 1.1
and3_1: 5 / 1.1
buf_4: 34 / 9.1
dfrtp_1: 43 / 38
dfstp_2: 8 / 7.5
ha_1: 9 / 4.0
inv_1: 10 / 1.3
nand2_1: 16 / 2.1
nand3_1: 15 / 2.7
nand4_1: 7 / 1.6
nor2_1: 27 / 3.6
nor2b_1: 5 / 1.1
nor3_1: 8 / 1.4
xnor2_1: 9 / 2.8
xor2_1: 8 / 2.5
placed cells by master (no fill, tap or decap), types with 2 or more instances in the layout:
master	instances
and2_1	5
xor2_1	8
clkdlybuf4s50_1	8
and3_1	5
nor3_1	8
o21a_1	2
a21o_1	2
inv_1	10
ha_1	9
nand2_1	16
clkbuf_8	5
nor4_1	4
nand3_2	2
buf_4	2
nand3_1	15
a32oi_1	2
mux2i_1	3
nor4b_2	2
conb_1	31
or2_2	2
nand4_1	7
a21boi_0	2
a31oi_1	3
a21oi_1	5
dfrtp_1	43
o21ai_0	4
o21ai_1	2
nor2_1	27
xnor2_1	9
nor3b_1	2
nand2b_1	2
nand3b_1	2
nor2b_1	5
dfstp_2	8
mux2_2	4
per-layer routing:
layer,track usage (%),wire length (um)
met5,0,0
met4,2.64,46
met3,2.90,177
met2,25.9,2120
met1,27.7,2170
final cells by class:
cell class | count | area, um^2
clock buffer | 6 | 78.8
inverter | 9 | 33.8
multi-input combinational | 206 | 1280
tap | 70 | 87.6
fill | 487 | 2360
clock inverter | 4 | 46.3
sequential | 51 | 1290
timing repair buffer | 10 | 90.1
power by group through the flow:
| stage | Sequential, W | Combinational, W | Clock (W) |
|---|---|---|---|
| after CTS | 0.000516 | 0.0000124 | 0.000391 |
| after global routing | 0.000516 | 0.0000151 | 0.000412 |
| final | 0.000516 | 0.0000110 | 0.000377 |
stage by stage:
stage	cells	hold slack (ns)	util, %
after floorplan	310	0.404	-
after global placement	348	0.427	53.1
after detailed placement	348	0.433	53.1
after CTS	356	0.274	55.2
after global routing	356	0.270	55.2
final	356	0.282	55.2
cells by family after synthesis:
kind of cell | after synthesis | synth area share [%]
AND/OR/NAND/NOR | 112 | 22.4
flip-flops | 51 | 45.8
XOR/XNOR | 17 | 5.30
other | 1 | 0.133
adder cells (fa/ha/maj) | 9 | 4.01
AND-OR/OR-AND | 30 | 7.21
multiplexers | 7 | 2.67
buffers and inverters | 53 | 12.5
how the worst max path moves through the flow:
stage	start	endpoint	slack [ns]	depth (start not counted)
final	sclk	Clk	0.40	4
after CTS	sclk	Clk	0.38	4
after global routing	sclk	Clk	0.37	4
Power figures rest on the tool's default switching activity, not on a simulated workload.
